==> ./design.v <==
`timescale 1ns / 1ps
module crossbar_top(
	input clk,
	input reset,
	input master_0_req,
	input master_0_cmd,
	input [31:0] master_0_addr,
	input [31:0] master_0_wdata,
	output[31:0] master_0_rdata,
	output wire master_0_ack,
	input master_1_req,
	input master_1_cmd,
	input [31:0] master_1_addr,
	input [31:0] master_1_wdata,
	output [31:0] master_1_rdata,
	output wire master_1_ack,
	output slave_0_cmd,
	output [31:0] slave_0_addr,
	output [31:0] slave_0_wdata,
	input [31:0] slave_0_rdata,
	input slave_0_ack,
	output slave_1_cmd,
	output [31:0] slave_1_addr,
	output [31:0] slave_1_wdata,
	input [31:0] slave_1_rdata,
	input slave_1_ack
    );
wire sfor0, sfor1;
assign sfor0 = master_0_addr[31];
assign sfor1 = master_1_addr[31];
wire dr0, dr1;  
wire rsent0, rsent1;  
wire [1:0] req_stat0; wire [1:0] req_stat1;
m_block  mbuf0(
	.clk(clk), .reset(reset),
	.req(master_0_req), .c(master_0_cmd), .slave_in(master_0_addr[31]),
	.ack_in(master_0_ack), .req_sent(rsent0), .data_read(dr0),
	.req_stat(req_stat0), .slave_out(sfor0)
);
m_block  mbuf1(
	.clk(clk), .reset(reset),
	.req(master_1_req), .c(master_1_cmd), .slave_in(master_1_addr[31]),
	.ack_in(master_1_ack), .req_sent(rsent1), .data_read(dr1),
	.req_stat(req_stat1), .slave_out(sfor1)
); 
wire [31:0] rdata_s0_m0, rdata_s0_m1, rdata_s1_m0, rdata_s1_m1;
wire data_read0_s0, data_read0_s1, data_read1_s0, data_read1_s1;
data_seeker sdata0 (
	.clk(clk), .reset(reset),
	.slave0(sfor0), .slave1(sfor1),
	.stat0(req_stat0), .stat1(req_stat1),
	.rdata0(rdata_s0_m0), .rdata1(rdata_s0_m1),
	.rdata_in(slave_0_rdata), .s_no(1'b0),
	.data_read0(data_read0_s0), .data_read1(data_read1_s0)
);
data_seeker sdata1 (
	.clk(clk), .reset(reset),
	.slave0(sfor0), .slave1(sfor1),
	.stat0(req_stat0), .stat1(req_stat1),
	.rdata0(rdata_s1_m0), .rdata1(rdata_s1_m1),
	.rdata_in(slave_1_rdata), .s_no(1'b1),
	.data_read0(data_read0_s1), .data_read1(data_read1_s1)
);
assign master_0_rdata = rdata_s0_m0 | rdata_s1_m0;  
assign master_1_rdata = rdata_s0_m1 | rdata_s1_m1;
assign dr0 = data_read0_s0 | data_read0_s1 ;  
assign dr1 = data_read1_s0 | data_read1_s1 ;
wire ack_s0_m0, ack_s0_m1, ack_s1_m0, ack_s1_m1;
rr_ack_arbiter ack_from0 (
	.clk(clk), .reset(reset),
	.s_no(1'b0),
	.ack_in(slave_0_ack),
	.sfor0(sfor0), .sfor1(sfor1),
	.req_stat0(req_stat0), .req_stat1(req_stat1),
	.ack0(ack_s0_m0), .ack1(ack_s0_m1)
);
rr_ack_arbiter ack_from1 (
	.clk(clk), .reset(reset),
	.s_no(1'b1),
	.ack_in(slave_1_ack),
	.sfor0(sfor0), .sfor1(sfor1),
	.req_stat0(req_stat0), .req_stat1(req_stat1),
	.ack0(ack_s1_m0), .ack1(ack_s1_m1)
);
assign master_0_ack = ack_s0_m0 | ack_s1_m0;  
assign master_1_ack = ack_s0_m1 | ack_s1_m1;
wire req_sent0_m0, req_sent0_m1, req_sent1_m0, req_sent1_m1;
rr_req_arbiter req_arb0 (
	.clk(clk), .reset(reset),
	.s_no(1'b0),
	.req_stat0(req_stat0), 		.req_stat1(req_stat1), 
	.sfor0(sfor0), 				.sfor1(sfor1), 
	.cmd0(master_0_cmd), 		.cmd1(master_1_cmd), 
	.addr0(master_0_addr), 		.addr1(master_1_addr),
	.wdata0(master_0_wdata), 	.wdata1(master_1_wdata),
	.perm0(req_sent0_m0),  
	.perm1(req_sent0_m1),
	.addr_to(slave_0_addr), .cmd_to(slave_0_cmd), .wdata_to(slave_0_wdata) 
    );
rr_req_arbiter req_arb1 (
	.clk(clk), .reset(reset),
	.s_no(1'b1),
	.req_stat0(req_stat0), 		.req_stat1(req_stat1), 
	.sfor0(sfor0), 				.sfor1(sfor1), 
	.cmd0(master_0_cmd), 		.cmd1(master_1_cmd), 
	.addr0(master_0_addr), 		.addr1(master_1_addr),
	.wdata0(master_0_wdata), 	.wdata1(master_1_wdata),
	.perm0(req_sent1_m0),
	.perm1(req_sent1_m1),
	.addr_to(slave_1_addr), .cmd_to(slave_1_cmd), .wdata_to(slave_1_wdata)
    );
assign rsent0 = req_sent0_m0 | req_sent1_m0 ;
assign rsent1 = req_sent0_m1 | req_sent1_m1 ;
endmodule
`timescale 1ns / 1ps
module data_seeker (  
input clk,  
input reset,
input slave1,
input slave0,
input [1:0] stat1,
input [1:0] stat0,
output reg [31:0] rdata1,
output reg [31:0] rdata0,
output reg data_read0, output reg data_read1,
input [31:0] rdata_in,
input s_no  
);
localparam W_DATA	= 2'd 3 ;  
always @(posedge clk or negedge reset)  
if (~reset)  
	begin
	data_read0 <= 0; data_read1 <= 0;
	rdata0 <= 0 ;
	rdata1 <= 0 ;
	end
else
	begin
	if ((s_no == slave0) && (stat0 == W_DATA)) 
		begin 
		rdata0 <= rdata_in; data_read0 <= 1; 
		rdata1 <= 0; 
		end 
	else  if ((s_no == slave1) && (stat1 == W_DATA)) 
		begin 
		rdata1 <= rdata_in; data_read1 <= 1;
		rdata0 <= 0; data_read0 <= 0; 
		end 
	else begin rdata0 <= 0; rdata1 <= 0; data_read0 <= 0; data_read1 <= 0; end
	end
endmodule
`timescale 1ns / 1ps
module m_block   
(
	input clk,
	input reset,
	input req,  
	input slave_in,  
	input c,  
	input ack_in,  
	input req_sent,   
	input data_read,  
	output reg [1:0] req_stat,  
	output reg slave_out
    );
localparam WAIT 	= 2'd 1 ;  
localparam W_ACK	= 2'd 2 ;  
localparam W_DATA	= 2'd 3 ;  
localparam NO_REQ	= 2'd 0 ;  
reg cmd;
always @(posedge clk or negedge reset)  
if (~reset)  
begin
	req_stat <= NO_REQ;
	slave_out <= 0;  
	cmd <= 0;  
end
else 
begin
	case (req_stat)
	NO_REQ : 	if (req)
				begin
				req_stat <= WAIT;
				slave_out <= 0;  
				cmd <= 0;  
				end 
	WAIT :		begin
				if (req_sent) req_stat <= W_ACK ;
				slave_out <= slave_in;
				end
	W_ACK :		if (ack_in)
				case (cmd)
				1'b0 : req_stat <= W_DATA ;  
				1'b1 : req_stat <= NO_REQ ;  
				default: req_stat <= NO_REQ ;
				endcase
	W_DATA :	if (data_read) req_stat <= NO_REQ;
	endcase
end 
endmodule
`timescale 1ns / 1ps
module rr_ack_arbiter (
	input clk,
	input reset,
	input s_no,
	input ack_in,
	input sfor0, input sfor1,
	input [1:0] req_stat0, input [1:0] req_stat1,
	output reg ack0, output reg ack1
);
localparam W_ACK	= 2'd 2 ;  
reg last_mas;
always @(posedge clk or negedge reset)  
if (~reset)  
begin
	ack0 <= 0;
	ack1 <= 0;
	last_mas <= 1;  
end
else
begin
	case (last_mas)
	1: if (sfor1 == s_no && req_stat1 == W_ACK) 
		begin 
		ack0 <= 0; ack1 <= ack_in; 
		last_mas <= 1;
		end
		else if (sfor0 == s_no && req_stat0 == W_ACK) 
			begin
			ack0 <= ack_in; ack1 <= 0; 
			last_mas <= 0;
			end 
			else begin ack0 <= 0; ack1 <= 0; end
	0: if (sfor0 == s_no && req_stat0 == W_ACK) 
		begin 
		ack0 <= ack_in; ack1 <= 0; 
		last_mas <= 0;
		end
		else if (sfor1 == s_no && req_stat1 == W_ACK) 
			begin
			ack0 <= 0; ack1 <= ack_in; 
			last_mas <= 1;
			end
			else begin ack0 <= 0; ack1 <= 0; end
	default if (sfor0 == s_no && req_stat0 == W_ACK) 
			begin 
			ack0 <= ack_in; ack1 <= 0; 
			last_mas <= 0;
			end
			else if (sfor1 == s_no && req_stat1 == W_ACK) 
				begin
				ack0 <= 0; ack1 <= ack_in; 
				last_mas <= 1;
				end
				else begin ack0 <= 0; ack1 <= 0; end
	endcase
end
endmodule
`timescale 1ns / 1ps
module rr_req_arbiter(
	input clk,
	input reset,
	input s_no,
	input [1:0] req_stat0, input [1:0] req_stat1,
	input sfor0, 			input sfor1,
	input cmd0, 			input cmd1,
	input [31:0] addr0, 	input [31:0] addr1,
	input [31:0] wdata0, 	input [31:0] wdata1,
	output reg perm0,  
	output reg perm1,
	output reg [31:0] addr_to,
	output reg cmd_to,
	output reg [31:0] wdata_to
    );
localparam WAIT 	= 2'd 1 ;  
reg last_mas;
always @(posedge clk or negedge reset)  
if (~reset)  
begin
	last_mas <= 1;  
	perm0 <= 0; perm1 <= 0;
	addr_to <= 0;
	cmd_to <= 0;
	wdata_to <= 0;
end
else
begin
	case (last_mas)
	0: if ((sfor1 == s_no) && (req_stat1 == WAIT)) 
		begin 
		perm0 <= 0; perm1 <= 1; 
		last_mas <= 1;
		addr_to <= addr1;  
		cmd_to <= cmd1;    
		wdata_to <= wdata1;
		end
		else if ((sfor0 == s_no) && (req_stat0 == WAIT)) 
			begin
			perm0 <= 1; perm1 <= 0; 
			last_mas <= 0;
			addr_to <= addr0;
			cmd_to <= cmd0;
			wdata_to <= wdata0;
			end 
			else begin perm0 <= 0; perm1 <= 0; last_mas <= last_mas; end
	1: if ((sfor0 == s_no) && (req_stat0 == WAIT)) 
		begin 
		perm0 <= 1; perm1 <= 0; 
		last_mas <= 0;
		addr_to <= addr0;
		cmd_to <= cmd0;
		wdata_to <= wdata0;
		end
		else if ((sfor1 == s_no) && (req_stat1 == WAIT)) 
			begin
			perm0 <= 0; perm1 <= 1; 
			last_mas <= 1;
			addr_to <= addr1;  
			cmd_to <= cmd1;    
			wdata_to <= wdata1;
			end
			else begin perm0 <= 0; perm1 <= 0; last_mas <= last_mas; end
	default : if ((sfor0 == s_no) && (req_stat0 == WAIT)) 
			begin 
			perm0 <= 1; perm1 <= 0; 
			last_mas <= 0;
			addr_to <= addr0;
			cmd_to <= cmd0;
			wdata_to <= wdata0;
			end
			else if ((sfor1 == s_no) && (req_stat1 == WAIT)) 
				begin
				perm0 <= 0; perm1 <= 1; 
				last_mas <= 1;
				addr_to <= addr1;
				cmd_to <= cmd1;
				wdata_to <= wdata1;
				end
				else begin perm0 <= 0; perm1 <= 0; last_mas <= last_mas; end
	endcase
end
endmodule
==> ./run.sh <==
#!/bin/bash
# OpenROAD 26Q1-2900-gdf79404cd8, Yosys 0.63+post, stock flow scripts
make -C /OpenROAD-flow-scripts/flow DESIGN_CONFIG=/design/flow/config.mk WORK_HOME=/design/flow/orfs finish
==> ./config.mk <==
export PLATFORM = sky130hd
export DESIGN_NAME = crossbar_top
export DESIGN_NICKNAME = crossbar_top
export VERILOG_FILES = /design/flow/design.v
export SDC_FILE = /design/flow/constraint.sdc
export NUM_CORES = 4
export LEC_CHECK = 1
export CORE_AREA = 10 10 193 193
export DIE_AREA = 0 0 203 203
==> ./constraint.sdc <==
current_design crossbar_top

set clk_period 6.1
set clk_io_pct 0.2

create_clock -name clk0 -period $clk_period [get_ports {clk}]

set non_clock_inputs [all_inputs -no_clocks]
set_input_delay [expr $clk_period * $clk_io_pct] -clock clk0 $non_clock_inputs
set_output_delay [expr $clk_period * $clk_io_pct] -clock clk0 [all_outputs]
==> metrics.csv <==
metric;value;unit
status;aborted with a tool error;
haltStage;synthesis (1_2_yosys);
tool.error;ERROR: Found 2 problems in 'check -assert'.;
area_leaders;dfrtp_1 (53%), mux2i_1 (9.6%), o22ai_2 (9.3%), buf_4 (7.9%), a21oi_1 (4.9%);
yosysSeqAreaShare;0.547;
top_area_frac;0.531;
ys_types;24;
synthFlopType;dfrtp_1;
top_cells_by_count;dfrtp_1 (140), buf_4 (69), a21oi_1 (65), mux2i_1 (63), o22ai_2 (49);
synth-async-reset-ratio;1.00;
most_common_cell;dfrtp_1;
edf_count;0;
ys_warn_count;4;
synth_area_leader_cell;dfrtp_1;
yosys_cells;541;
yosys-stat-area;0.00659;mm^2
ys_seq_elements;144;
-- cell families after synthesis --
group	count (synthesis)	synth area share
AOI/OAI and AO/OA	142	0.169
adders and majority gates	1	0.00152
buffers and inverters	115	0.118
DFF	144	0.547
muxes	63	0.0956
other	1	0.000569
and+or+nand+nor	75	0.0674
